===== design.v =====
module fifo #(
   parameter DATA_W  = 4      ,   
   parameter DEPTH   = 8      ,   
   parameter PTR_SZ  = $clog2(DEPTH)    
)(
   input               clk         ,   
   input               rstn        ,   
   input               i_wren      ,   
   input  [DATA_W-1:0] i_wrdata    ,   
   output              o_full      ,   
   input               i_rden      ,   
   output [DATA_W-1:0] o_rddata    ,   
   output              o_empty         
);
logic [DATA_W-1:0] dt_arr_rg [DEPTH] ;   
logic [PTR_SZ-1:0] wrptr_rg          ;   
logic [PTR_SZ-1:0] rdptr_rg          ;   
logic [PTR_SZ-1:0] nxt_wrptr         ;   
logic [PTR_SZ-1:0] nxt_rdptr         ;   
logic [PTR_SZ-0:0] dcount_rg         ;   
logic              wren  ;   
logic              rden  ;   
logic              full  ;   
logic              empty ;   
always_ff @(posedge clk) begin
   if (!rstn) begin      
      dt_arr_rg <= '{default: '0} ;
      wrptr_rg  <= 0 ;
      rdptr_rg  <= 0 ;      
      dcount_rg <= 0 ;
   end
   else begin            
      if (wren) begin             
         dt_arr_rg[wrptr_rg] <= i_wrdata ;   
         wrptr_rg            <= nxt_wrptr;
      end
      if (rden) begin       
         rdptr_rg <= nxt_rdptr;
      end
      if (wren && !rden) begin           
         dcount_rg <= dcount_rg + 1 ;
      end                    
      else if (!wren && rden) begin      
         dcount_rg <= dcount_rg - 1 ;         
      end
   end
end
assign full  = (dcount_rg == DEPTH);
assign empty = (dcount_rg == 0);
assign wren  = i_wren & !full  ;   
assign rden  = i_rden & !empty ;   
assign nxt_wrptr = (wrptr_rg == DEPTH-1)? 0 : wrptr_rg + 1 ;
assign nxt_rdptr = (rdptr_rg == DEPTH-1)? 0 : rdptr_rg + 1 ;
assign o_full  = full  ;
assign o_empty = empty ;
assign o_rddata = dt_arr_rg[rdptr_rg];   
endmodule

===== constraint.sdc =====
current_design fifo

set clk_period 2.6
set clk_io_pct 0.2

create_clock -name clk0 -period $clk_period [get_ports {clk}]

set non_clock_inputs [all_inputs -no_clocks]
set_input_delay [expr $clk_period * $clk_io_pct] -clock clk0 $non_clock_inputs
set_output_delay [expr $clk_period * $clk_io_pct] -clock clk0 [all_outputs]

===== run.sh =====
#!/bin/bash
# OpenROAD 26Q1-2900-gdf79404cd8, Yosys 0.63+post, stock flow scripts
make -C /OpenROAD-flow-scripts/flow DESIGN_CONFIG=/design/flow/config.mk WORK_HOME=/design/flow/orfs finish

===== config.mk =====
export PLATFORM = sky130hd
export DESIGN_NAME = fifo
export DESIGN_NICKNAME = fifo
export VERILOG_FILES = /design/flow/design.v
export SDC_FILE = /design/flow/constraint.sdc
export NUM_CORES = 4
export LEC_CHECK = 1
export CORE_UTILIZATION = 30
export SYNTH_HDL_FRONTEND = slang

==> out/results.ini <==
[timing]
fin_crit_ns = 2.53
setup_violations = 0
rsz0062_at_grt = no
fin_ws_ns = 0.0699
finalCritPeriodShare_pct = 97.3
max_freq_ghz = 0.395
final_max_slew_viol_count = 0
tns_ns = 0
maxSlewHeadroom_pct = 64.6
skew_ns = 0.00715
finalHoldViolations = 0
worst_pin_slew_ns = 0.529
fin_worst_hold_slack_ns = 0.519

[grt]
grt_overflow = 0
grt_usage_pct = 11.9
antenna_found_initial = 0
grt_max_degree = 44
first_global_vias = 1281
grt_first_pass_wirelength_microns = 6610

[cells_and_area]
drive_above_1_share_pct = 19.3
stdcell_area_sq_mm = 0.00252
fillCellCount = 674
area_delta_synth_final_pct = 18.8
post-route-util_pct = 37.1
fin_cells = 303

[logic_synthesis]
top_area_share_pct = 39.7
ys_cells = 189
syn-cell-area_sq_mm = 0.00212
ys.flops = 42
common_cells = 42 x dfxtp_1, 38 x mux2i_1, 38 x nor2b_1, 12 x clkbuf_1, 8 x mux4_2
synthCells = 189
top_cells_by_area = dfxtp_1 40%, mux2i_1 18%, nor2b_1 11%
async_flop_share_pct = 0
synth_top_cell_by_count = dfxtp_1
ff_type = dfxtp_1
yosys_area_sq_mm = 0.00212
top_area_cell = dfxtp_1
yosys_warnings = 0
postSynthSeqShare_pct = 39.7
synth.distinct_cells = 30
edf_count = 0
synth_area_per_cell_sq_um = 11.2

[drt]
num_vias = 1344
drc = 0
drt-met1-wl_microns = 2170
drt-initial-drc-count = 51
highest_layer = met4
totalWireLength_microns = 4030
dr.pass1.iters = 4
met3_length_microns = 184
n_antenna_cell = 0
detailroute.wirelength.met2_microns = 1640
drt-vias-per-instance = 4.44
routedWlPerCell_microns = 13.3
ant_nets = 0

[cts]
cts_max_path_buffers = 2
clkSinkCount = 42
h-tree-depth = 2
cts_made_buffers = 5
cts_tree = built
cts-root-buf = clkbuf_8
clk_pin_slew_worst_paths_ns = 0.08
clock_latency_ns = 0.29

[pwr]
ir_worst_vdd_v = 0.000257
leakage_nw = 0.968
combPwrFrac_pct = 36.2
internal_power_mw = 1.33
pwr-share-seq_pct = 41.2
clkPwrFrac_pct = 22.6
p_total_mw = 1.95
p_sw_mw = 0.621
power.density_mw_per_mm2 = 775
swShare_pct = 31.8

[outcome]
status = finished clean

[floorplanning]
pin_count = 14
die_width_microns = 86.1
core_sq_mm = 0.00679
initial_core_util_pct = 31.2
dieArea_sq_mm = 0.00741
rows = 30
fp.dieH_microns = 86.1

[place]
gp_congestion = 0.792
io_buffer_count = 13
placedCellCount = 292
place_area_sq_mm = 0.00238
dp_hpwl_microns = 2670
dpl_worst_slack_ns = 0.0544

[critical_path]
startpoint_type = register
path_class = reg -> out
end_kind = primary output
r2r-start = dcount_rg[0]
cp_data_required_time_ns = 2.08
cp_max_fo = 10
cp-startpoint = rdptr_rg[0]
arrival_ns = 2.01

[min_path]
hold_start = dt_arr_rg[21]
hold_class = reg -> reg

[run]
log.warning_count = 25
drv_cap = 0

-- cell type report --
type | count | area (sq um) | area share [%]
Clock buffer | 6 | 82.6 | 3.28
Clock inverter | 2 | 12.5 | 0.497
Inverter | 2 | 7.51 | 0.298
Multi-Input combinational cell | 129 | 1220 | 48.4
Sequential cell | 42 | 842 | 33.4
Tap cell | 96 | 120 | 4.77
Timing Repair Buffer | 26 | 235 | 9.34
-- path summary, 6_finish.rpt --
path / slack (ns) / end / cells past startpoint
hold reg to reg: 0.52 / dt_arr_rg[21] / 2
setup / recovery: 0.07 / o_rddata[2] / 4
setup reg to reg: 0.20 / dcount_rg[3] / 11
hold / removal: 0.52 / dt_arr_rg[21] / 2
-- cell usage in the layout (no fill, tap or decap), drive strengths merged, types with 2 or more instances in the layout --
master          n
nor3            3
clkbuf          6
nand2           5
buf            13
inv             2
clkdlybuf4s50  13
mux4            8
or4             2
a21oi           2
ha              7
or4b            2
xnor2           2
nand2b          3
and2            2
dfxtp          42
mux2            4
nor2b          38
mux2i          38
nor4b           3
-- power groups by stage --
stage / Clock [mW] / Sequential [mW] / Combinational (mW)
after CTS: 0.456 / 0.793 / 0.677
after global routing: 0.486 / 0.818 / 0.788
final: 0.441 / 0.804 / 0.706
-- layer usage --
metal / vias to the layer above / track usage (%)
li1: 696 / -
met1: 619 / 19.4
met2: 24 / 16.5
met3: 5 / 3.22
met4: 0 / 1.36
met5: - / 0
-- registers in the layout (all words and copies together) (netlist names) --
name,cells
rdptr_rg,3
wrptr_rg,3
dcount_rg,4
dt_arr_rg,32
-- cells by family (layout without fill, tap and decap cells) --
| family | Yosys count | count (layout) | share of synthesized area [%] |
|---|---|---|---|
| AND-OR/OR-AND | 7 | 7 | 2.48 |
| AND/OR/NAND/NOR | 62 | 62 | 20.0 |
| flip-flops | 42 | 42 | 39.7 |
| XOR/XNOR | 2 | 2 | 0.827 |
| multiplexers | 50 | 50 | 28.6 |
| adder cells (fa/ha/maj) | 8 | 8 | 5.08 |
| buffers and inverters | 18 | 36 | 3.42 |
-- critical path: stages (launching register included) --
cell and delay [ns]:
dfxtp_1 0.34, buf_8 0.15, mux4_2 0.51, mux2_2 0.30, clkdlybuf4s50_1 0.41
-- repair_timing --
action,in CTS,in global routing
gates resized,1,3
setup endpoints to repair,3,5
hold buffers,0,0
setup buffers,0,3
Power and IR drop assume default switching activity.
