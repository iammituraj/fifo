[/design/flow/design.v]
module bram #(
   parameter DATA_W = 8 ,   
   parameter DEPTH  = 8 ,   
   parameter ADDR_W = $clog2(DEPTH)  
)(
   input  logic              clk     ,    
   input  logic              i_wren  ,   
   input  logic [ADDR_W-1:0] i_waddr ,   
   input  logic [DATA_W-1:0] i_wdata ,   
   input  logic [ADDR_W-1:0] i_raddr ,   
   output logic [DATA_W-1:0] o_rdata     
);
(* ram_style = "block" *)
logic [DATA_W-1:0] dt_arr_rg [DEPTH] ;
always_ff @(posedge clk) begin         
   if (i_wren) begin                          
      dt_arr_rg[i_waddr] <= i_wdata  ;      
   end
end
always_ff @(posedge clk) begin         
   o_rdata <= dt_arr_rg[i_raddr];
end
endmodule
module fifo_bram #(
   parameter DATA_W  = 4      ,   
   parameter DEPTH   = 8      ,   
   parameter PTR_SZ  = $clog2(DEPTH)    
)(
   input               clk         ,   
   input               rstn        ,   
   input               i_wren      ,   
   input  [DATA_W-1:0] i_wrdata    ,   
   output              o_full      ,   
   input               i_rden      ,   
   output [DATA_W-1:0] o_rddata    ,   
   output              o_empty         
);
logic [PTR_SZ-1:0] wrptr_rg   ;   
logic [PTR_SZ-1:0] rdptr_rg   ;   
logic [PTR_SZ-1:0] nxt_wrptr  ;   
logic [PTR_SZ-1:0] nxt_rdptr  ;   
logic [PTR_SZ-1:0] rdaddr     ;   
logic [PTR_SZ-0:0] dcount_rg  ;   
logic              wren           ;   
logic              rden           ;   
logic              full           ;   
logic              empty          ;   
logic              empty_extnd_rg ;   
bram #(
   .DATA_W  (DATA_W),
   .DEPTH   (DEPTH)
) inst_bram (
   .clk      (clk),
   .i_wren   (wren)     ,
   .i_waddr  (wrptr_rg) ,
   .i_wdata  (i_wrdata) ,
   .i_raddr  (rdaddr)   ,
   .o_rdata  (o_rddata)
);
always_ff @(posedge clk) begin
   if (!rstn) begin      
      wrptr_rg       <= 0 ;
      rdptr_rg       <= 0 ;      
      dcount_rg      <= 0 ;
      empty_extnd_rg <= 1'b0;
   end
   else begin            
      if (wren) begin             
         wrptr_rg <= nxt_wrptr;
      end
      if (rden) begin       
         rdptr_rg <= nxt_rdptr;
      end
      if (wren && (wrptr_rg == rdaddr)) empty_extnd_rg <= 1'b1;
      else                              empty_extnd_rg <= 1'b0;
      if (wren && !rden) begin           
         dcount_rg <= dcount_rg + 1 ;
      end                    
      else if (!wren && rden) begin      
         dcount_rg <= dcount_rg - 1 ;         
      end
   end
end
assign full  = (dcount_rg == DEPTH);
assign empty = (dcount_rg == 0) | empty_extnd_rg ;
assign wren  = i_wren & !full  ;   
assign rden  = i_rden & !empty ;   
assign nxt_wrptr   = (wrptr_rg == DEPTH-1)? 0 : wrptr_rg + 1 ;
assign nxt_rdptr   = (rdptr_rg == DEPTH-1)? 0 : rdptr_rg + 1 ;
assign rdaddr      = rden ? nxt_rdptr : rdptr_rg ;
assign o_full  = full  ;
assign o_empty = empty ;
endmodule
[/design/flow/run.sh]
#!/bin/bash
# OpenROAD 26Q1-2900-gdf79404cd8, Yosys 0.63+post, stock flow scripts
make -C /OpenROAD-flow-scripts/flow DESIGN_CONFIG=/design/flow/config.mk WORK_HOME=/design/flow/orfs finish
[/design/flow/config.mk]
export PLATFORM = sky130hd
export DESIGN_NAME = fifo_bram
export DESIGN_NICKNAME = fifo_bram
export VERILOG_FILES = /design/flow/design.v
export SDC_FILE = /design/flow/constraint.sdc
export NUM_CORES = 4
export LEC_CHECK = 1
export CORE_UTILIZATION = 40
export SYNTH_HDL_FRONTEND = slang
[/design/flow/constraint.sdc]
current_design fifo_bram

set clk_period 4.0
set clk_io_pct 0.2

create_clock -name clk0 -period $clk_period [get_ports {clk}]

set non_clock_inputs [all_inputs -no_clocks]
set_input_delay [expr $clk_period * $clk_io_pct] -clock clk0 $non_clock_inputs
set_output_delay [expr $clk_period * $clk_io_pct] -clock clk0 [all_outputs]
==> impl_metrics.json <==
{
  "status": "finished clean",
  "area_leaders": "edfxtp_1 (40%), dfxtp_1 (12%), nand4_1 (4.9%)",
  "cts_made_buffers": 5,
  "yosys_area_um2": 2420,
  "yosys_warnings": 0,
  "fp_util": 0.426,
  "crit_family": "buffers and inverters",
  "ys.flops": 47,
  "rr_worst_depth": 12,
  "cp.depth": 12,
  "ys_types": 36,
  "critPathKind": "input port to register",
  "edf_count": 32,
  "slew_headroom": 0.487,
  "core_um2": 5680,
  "cap_violations": 0,
  "cts_tree": "yes",
  "post-route-period-util": 0.711,
  "p_leak_nw": 1.00,
  "postRouteWirelength_mm": 5.06,
  "arrival_ns": 3.08,
  "overflow": 0,
  "critical_path.max_stage_delay_ns": 0.47,
  "final_antenna_net_count": 0,
  "synthArstFlopShare": 0,
  "antenna_found_initial": 0,
  "grt_pass1_vias": 1652,
  "path_clk_slew_ns": 0.09,
  "setup.worst_path.start": "i_rden",
  "syn-cell-area_um2": 2420,
  "ir_worst_vdd_mv": 0.493,
  "reg2reg_setup_slack_ns": 1.38,
  "grt_max_degree": 30,
  "drcViolationCount": 0,
  "log.warning_count": 25,
  "clkLatencyLatePin_ns": 0.30,
  "slew_viol_final": 0,
  "placedInstanceArea_um2": 2610,
  "hold_viol_final": 0,
  "grt_setup_unrepaired": "false",
  "required_ns": 4.23,
  "worst_slew_pin_slew_ns": 0.764,
  "met2WireLength_mm": 2.32,
  "post-dp-hpwl_mm": 3.40,
  "yosys_cells": 228,
  "power_density_nw_per_um2": 699,
  "synth_seq_share": 0.522,
  "wl_met1_mm": 2.37,
  "io_buffers": 13,
  "worst_slack_ns": 1.16,
  "final_layout_size_suffix_gt1_frac": 0.0833,
  "globalRouteTotalUtil": 0.185,
  "worstHoldStart": "inst_bram.dt_arr_rg[7][0]",
  "tns_ns": 0,
  "cts_num_sinks": 47,
  "final-setup-viol-count": 0,
  "fin_cells": 312,
  "die_x_um": 79.7,
  "top_cells_by_count": "edfxtp_1 (32), nand2_1 (27), nand4_1 (19)",
  "viasPerCell": 5.50,
  "area_growth_pct": 12.9,
  "io_pins": 14,
  "grt_pass1_wl_mm": 8.40,
  "crit_fanout": 6,
  "ff_type": "edfxtp_1",
  "postLayoutCellArea_um2": 2730,
  "cts_max_level": 2,
  "clockRootBuffer": "clkbuf_8",
  "fmax_mhz": 352,
  "hold_depth": 2,
  "cpMaxStageDelayCell": "clkdlybuf4s50_1",
  "fp-row-count": 27,
  "die_y_um": 79.7,
  "syn_area_per_cell_um2": 10.6,
  "crit_buf_inv": 3,
  "reg2reg_from": "dcount_rg[0]",
  "cts_resized": 0,
  "end_kind": "register",
  "path_cells": "clkdlybuf4s50_1 -> nand2b_1 -> nor2_1 -> inv_1 -> ha_1 -> inv_1 -> ha_1 -> a21o_1 -> a21oi_1 -> xnor2_1 -> or3_1 -> a21oi_1",
  "yosysMostFrequentCell": "edfxtp_1",
  "top_area_frac": 0.398,
  "die_area_um2": 6360,
  "holdCritPathClass": "register to register",
  "fin_crit_ns": 2.84,
  "diodes": 0,
  "vias": 1717,
  "worstSetupStartpointType": "input port",
  "route.met3.wl_um": 285,
  "clockBufferDepth": 2,
  "fin_skew_ns": 0.0146,
  "largest_area_cell": "edfxtp_1",
  "post_cts_buffers": 0,
  "post-place-ws_ns": 0.853,
  "postCtsHoldBufs": 0,
  "gp_congestion": 0.866,
  "wl_per_cell_um": 16.2,
  "dp.cells": 304,
  "netlist_instances": 228,
  "top_layer": "met4",
  "drtPass1Iterations": 4,
  "drt_iter0_markers": 93
}
## logic make-up (layout without fill, tap and decap cells)
kind of cell    Yosys count  after routing  share of synthesized area
simple gates             96             96                      0.206
flops                    47             47                      0.522
compound gates           37             37                      0.105
buf+inv                  20             32                     0.0357
mux                      14             14                     0.0658
fa+ha+maj                 8              8                     0.0445
xor+xnor                  6              6                     0.0218
## placed cells by master, fill, tap and decap left out, drive strengths merged, types with 7 or more instances in the layout
cell type / instances
a21oi: 7
nand3: 12
dfxtp: 15
ha: 7
nor2: 11
o211ai: 8
nand4: 19
a22o: 8
mux2i: 12
clkdlybuf4s50: 13
o21ai: 9
edfxtp: 32
nand2b: 12
nand2: 27
## worst min-delay path, stage by stage, from the launching register on
cell and delay (ns):
edfxtp_1 0.33, o211ai_1 0.09, o211ai_1 0.09
## state kept, by name (all words and copies together), names as in the netlist
name	count
rdptr_rg	3
inst_bram.o_rdata	4
inst_bram.dt_arr_rg	32
dcount_rg	4
empty_extnd_rg	1
wrptr_rg	3
## stage by stage
stage          hold slack, ns   util  power [mW]
2_1_floorplan           0.490      -        1.31
3_3_place_gp            0.521  0.461        1.56
3_5_place_dp            0.526  0.461        1.56
4_1_cts                 0.541  0.481        1.92
5_1_grt                 0.564  0.481        2.05
6_report                0.540  0.481        1.91
## where the power goes
group	internal, mW	switching, mW
Sequential	0.594	0.0593
Clock	0.188	0.166
Combinational	0.397	0.503
Total	1.18	0.728
## per-layer routing
| metal | global-route usage | vias to the layer above |
|---|---|---|
| met1 | 0.286 | 786 |
| met2 | 0.281 | 51 |
| met4 | 0.0309 | 0 |
| li1 | - | 874 |
| met3 | 0.0464 | 6 |
| met5 | 0 | - |
## worst paths after layout
| check | endpoint |
|---|---|
| setup / recovery | dcount_rg[3] |
| hold reg to reg | inst_bram.o_rdata[0] |
| setup reg to reg | dcount_rg[3] |
| hold / removal | inst_bram.o_rdata[0] |
## layout make-up
class | instances | area, um^2
Timing Repair Buffer | 19 | 175
Tap cell | 72 | 90.1
Fill cell | 529 | 2950
Multi-Input combinational cell | 161 | 1070
Inverter | 5 | 18.8
Sequential cell | 47 | 1260
Clock inverter | 3 | 46.3
Clock buffer | 5 | 68.8
Power is estimated from default activity; no workload was simulated.
