==> flow/design.v <==
module fifo_2n #(
   parameter DATA_W  = 4      ,   
   parameter DEPTH   = 8      ,   
   parameter PTR_SZ  = $clog2(DEPTH)    
)(
   input               clk         ,   
   input               rstn        ,   
   input               i_wren      ,   
   input  [DATA_W-1:0] i_wrdata    ,   
   output              o_full      ,   
   input               i_rden      ,   
   output [DATA_W-1:0] o_rddata    ,   
   output              o_empty         
);
logic [DATA_W-1:0] dt_arr_rg [DEPTH] ;   
logic [PTR_SZ-1:0] wrptr             ;   
logic [PTR_SZ-1:0] rdptr             ;   
logic [PTR_SZ-0:0] wrptr_rg          ;   
logic [PTR_SZ-0:0] rdptr_rg          ;   
logic [PTR_SZ-0:0] nxt_wrptr         ;   
logic [PTR_SZ-0:0] nxt_rdptr         ;   
logic              wren     ;   
logic              rden     ;   
logic              wr_wflag ;   
logic              rd_wflag ;   
logic              is_wrap  ;   
logic              full     ;   
logic              empty    ;   
always_ff @(posedge clk) begin
   if (!rstn) begin      
      dt_arr_rg <= '{default: '0} ;
      wrptr_rg  <= 0 ;
      rdptr_rg  <= 0 ;      
   end
   else begin            
      if (wren) begin             
         dt_arr_rg[wrptr] <= i_wrdata ;   
         wrptr_rg         <= nxt_wrptr;           
      end
      if (rden) begin       
         rdptr_rg <= nxt_rdptr;          
      end
   end
end
assign wr_wflag = wrptr_rg[PTR_SZ];
assign rd_wflag = rdptr_rg[PTR_SZ];
assign is_wrap  = (wr_wflag != rd_wflag);
assign wrptr = wrptr_rg[PTR_SZ-1:0];
assign rdptr = rdptr_rg[PTR_SZ-1:0];
assign full  = (wrptr == rdptr) &&  is_wrap ;
assign empty = (wrptr == rdptr) && !is_wrap ;
assign wren  = i_wren & !full  ;   
assign rden  = i_rden & !empty ;   
assign nxt_wrptr = wrptr_rg + 1 ;
assign nxt_rdptr = rdptr_rg + 1 ;
assign o_full  = full  ;
assign o_empty = empty ;
assign o_rddata = dt_arr_rg[rdptr];   
endmodule
==> flow/run.sh <==
#!/bin/bash
# OpenROAD 26Q1-2900-gdf79404cd8, Yosys 0.63+post, stock flow scripts
make -C /OpenROAD-flow-scripts/flow DESIGN_CONFIG=/design/flow/config.mk WORK_HOME=/design/flow/orfs finish
==> flow/config.mk <==
export PLATFORM = sky130hd
export DESIGN_NAME = fifo_2n
export DESIGN_NICKNAME = fifo_2n
export VERILOG_FILES = /design/flow/design.v
export SDC_FILE = /design/flow/constraint.sdc
export NUM_CORES = 4
export LEC_CHECK = 1
export CORE_UTILIZATION = 30
export SYNTH_HDL_FRONTEND = slang
==> flow/constraint.sdc <==
current_design fifo_2n

set clk_period 4.2
set clk_io_pct 0.2

create_clock -name clk0 -period $clk_period [get_ports {clk}]

set non_clock_inputs [all_inputs -no_clocks]
set_input_delay [expr $clk_period * $clk_io_pct] -clock clk0 $non_clock_inputs
set_output_delay [expr $clk_period * $clk_io_pct] -clock clk0 [all_outputs]
==> run summary <==
The full implementation flow was run.

The run finished with clean final reports. The reported leakage power stands at 0.8458 nW. The maximum frequency from static timing analysis stands at 312.2 MHz. The clock drives 40 sinks. The area figure in the yosys stat output stands at 1981 sq um.

Synthesis handed over a netlist of 184 instances. According to the floorplan report, the die height is 83.26 microns. The insertion delay to the later sink of the worst-skew pair stands at 290 ps. The routed length per instance stands at 14.57 microns. The largest net degree at the start of global routing stands at 30. Once layout is complete, the utilization of the core stands at 35.37%. The number of clock buffers added by TritonCTS is 5. TritonCTS built the clock tree. Setup repair after global routing left no endpoint under its margin. The tool warning count for the run is 25. On the final layout, the worst clock skew is 7.655 ps.

Per the OpenROAD floorplan log, the width of the die is 83.26 microns. Signal routing reaches up to met4. The total iterations of the first detailed-routing run stands at 4. In this run, post-CTS repair resized a total of 0 instances. The area growth from synthesis to layout stands at 13.39%. The number of different library cells used by synthesis comes to 29. The area enclosed by the die boundary stands at 6931 sq um. The register share after synthesis stands at 40.43%. The number of buffer cells added on primary ports stands at 13. The post-route fraction of the period consumed by the critical path stands at 76.26%. The final number of setup-violating endpoints stands at 0. The worst setup path is launched from a flop.

The final layout report lists a filler cell count of 628. Sorting the synthesized cells by area gives the leading types as sky130_fd_sc_hd__dfxtp_1, sky130_fd_sc_hd__mux2i_1, sky130_fd_sc_hd__mux4_2. For this design the top-level I/O count stands at 14. The total via count in the routed design stands at 1313. The count of endpoints failing hold in the final timing report stands at 0.

According to the floorplan log, the row count is 29. The total congestion overflow after global routing stands at 0. Across the VDD grid, the largest voltage drop is 0.2100 mV.

The number of inserted diodes stands at 0. Detailed routing placed a total of 251 microns of wire on met3. The data arrival at the endpoint of the critical path stands at 2360 ps. The min-delay analysis places its worst path in the category flop to flop. At the worst endpoint, the required time is 3360 ps. The number of buffers added to fix hold violations after cts stands at 0. After the first detailed-routing iteration, the DRC count stood at 85.

The setup TNS stands at 0 ps. The critical path goes through mux4_2 > mux2_2 > clkdlybuf4s50_1. The floorplan core area stands at 6350 sq um. The H-tree depth reported by CTS stands at 2.

The number of antenna violations at the first check in global routing came to 0. The flow reported a cell area power density of 358.4 nW/um^2. The number of placed instances, taps included, is 262. Per the Yosys statistics, synthesis produced 184 cells.

On the worst setup and hold paths after CTS, the clock-pin slew comes to 80 ps. The number of nets with antenna violations after routing stands at 0. The critical path is of the flop to output port type.

The routed design shows a via density per instance of 4.863. The total length of routed met2 wires stands at 1782 microns. The tightest slew margin relative to the limit stands at 50.49%. The global placement routability congestion stands at 0.7684. Once synthesis finished, the tally of register bits stood at 40.

In this run the mean area of a mapped cell was 10.76 sq um. In this run the post-CTS setup repair buffer count came out at 0. The critical path's largest stage delay stands at 800 ps. CTS placed an instance of sky130_fd_sc_hd__clkbuf_8 at the clock tree root. In the routed design, unresolved DRC markers number 0.

The fraction of synthesized cell area taken by the top area cell type stands at 40.43%. Looking at the critical path, the single cell with the biggest stage delay is sky130_fd_sc_hd__dfxtp_1. The first global-routing pass estimated 6513 microns of wire. The detailed-routing wirelength on met1 stands at 1844 microns.

The fraction of layout instances using a drive strength above 1 stands at 16.06%. STA classifies the critical path endpoint as an output port. The non-filler instance count after layout stands at 270. The cell area that synthesis handed to floorplanning was 1981 sq um. The number of global-route vias before repair stands at 1287. Of all cell types, the one taking the most synthesized area is sky130_fd_sc_hd__dfxtp_1. The total track usage stands at 12.24%.

After legalization and detailed placement, the total HPWL measured 2529 microns. The report counts max-capacitance violations totalling 0. The synthesis log from Yosys contains 0 warnings. Once the floorplan was initialized, standard cells occupied 31.19% of the core. STA lists the maximum fanout along the critical path as 12. The clock period could shrink to 3203 ps. Per the CTS log, the buffer count on the longest clock path is 2. The detailed router reported a total wirelength of 3934 microns. Counting pins that exceed their max-slew limit in the final report gives 0.

The slew at the pin with the worst max-slew slack stands at 739.3 ps.
area by class of cell:
class	instances	area [sq um]	share of cell area, %
timing repair buffer	16	152.6	6.797
tap	77	96.34	4.290
clock buffer	7	86.33	3.844
sequential	40	800.8	35.65
multi-input combinational	128	1099	48.91
inverter	1	3.754	0.1671
clock inverter	1	7.507	0.3343
final timing paths:
kind	start	to	slack, ps	depth (start not counted)
max reg2reg	rdptr_rg[0]	dt_arr_rg[12]	1820	5
min reg2reg	dt_arr_rg[9]	dt_arr_rg[9]	460	2
min	dt_arr_rg[9]	dt_arr_rg[9]	460	2
max	rdptr_rg[0]	o_rddata[3]	1000	3
synthesized netlist by cell type, drive strengths merged:
library cell   n
mux2           4
a21boi         3
ha             2
nor3b          2
o21ai          4
buf            8
nand2         43
mux4           8
nor4b          2
or4            2
xnor2          2
mux2i         35
or3            5
nand3b         1
nand2b         4
clkbuf         7
inv            1
xor2           4
nor4           2
and2           1
nand3          3
o41ai          1
dfxtp         40
cells in the final DEF, fill, tap and decap left out, types with 4 or more instances in the layout:
cell,instances
sky130_fd_sc_hd__nand2_1,43
sky130_fd_sc_hd__o21ai_0,4
sky130_fd_sc_hd__nand2b_1,4
sky130_fd_sc_hd__clkdlybuf4s50_1,13
sky130_fd_sc_hd__mux4_2,8
sky130_fd_sc_hd__clkbuf_8,6
sky130_fd_sc_hd__or3_1,5
sky130_fd_sc_hd__dfxtp_1,40
sky130_fd_sc_hd__mux2i_1,35
sky130_fd_sc_hd__mux2_2,4
cells by family (layout without fill, tap and decap cells):
kind of cell / after synthesis / after routing / share of synthesized area, %
mux: 47 / 47 / 29.06
compound gates: 8 / 8 / 3.538
simple gates: 65 / 65 / 17.81
flops: 40 / 40 / 40.43
buf+inv: 16 / 25 / 4.106
fa+ha+maj: 2 / 2 / 1.263
xor+xnor: 6 / 6 / 3.791
layer usage:
layer / GRT usage (%) / vias to the layer above
met4: 1.881 / 0
met2: 18.33 / 36
met5: 0 / -
li1: - / 653
met1: 18.16 / 616
met3: 3.935 / 8
report_power, final:
group / total (mW) / internal [mW] / switching, mW
Sequential: 0.423 / 0.391 / 0.0317
Combinational: 0.116 / 0.0720 / 0.0441
Clock: 0.266 / 0.134 / 0.132
critical path, delay by kind of cell (launching register included):
kind     cells  cell delay, ps
flops        1             800
buf+inv      1             410
mux          2             860
per-stage QoR:
stage	instance area (sq um)	worst slack [ps]	total power [mW]	hold slack, ps
after floorplan	1981	1843	0.5082	431.5
after global placement	2152	1303	0.5487	440.6
after detailed placement	2152	1294	0.5500	445.3
after CTS	2246	956.9	0.8142	460.4
after global routing	2246	848.0	0.8490	474.5
final	2246	996.9	0.8049	457.3
sequential cells by signal, summed over array words and instances, names as in the netlist:
register and cells:
rdptr_rg 4, dt_arr_rg 32, wrptr_rg 4
Power is estimated from default activity; no workload was simulated.
